<file path="flow/config.mk">
export PLATFORM = sky130hd
export DESIGN_NAME = Regfile
export DESIGN_NICKNAME = Regfile
export VERILOG_FILES = /design/flow/design.v
export SDC_FILE = /design/flow/constraint.sdc
export NUM_CORES = 4
export LEC_CHECK = 1
export CORE_UTILIZATION = 50
</file>
<file path="flow/constraint.sdc">
current_design Regfile

set clk_period 9.8
set clk_io_pct 0.2

create_clock -name clk0 -period $clk_period [get_ports {clk}]

set non_clock_inputs [all_inputs -no_clocks]
set_input_delay [expr $clk_period * $clk_io_pct] -clock clk0 $non_clock_inputs
set_output_delay [expr $clk_period * $clk_io_pct] -clock clk0 [all_outputs]
</file>
<file path="flow/design.v">
module Regfile (
    input   [0 :0]  clk,
    input   [0: 0]  w_en,
    input   [4 :0]  rs1,
	input   [4 :0]  rs2,
	input   [4 :0]  rd,
	input   [31:0]  rd_data,
	output  [31:0]  dataA,
	output  [31:0]  dataB
);
    reg [31:0] regs [31:0] ;
    always@( posedge clk ) begin
		if( w_en & ( rd != 0 ) )
			regs[ rd ] <= rd_data;	
	end
    assign dataA = ( rs1 == 5'd0 ) ? 32'd0 : regs[rs1] ;
    assign dataB = ( rs2 == 5'd0 ) ? 32'd0 : regs[rs2] ;
endmodule
</file>
<file path="flow/run.sh">
#!/bin/bash
# OpenROAD 26Q1-2900-gdf79404cd8, Yosys 0.63+post, stock flow scripts
make -C /OpenROAD-flow-scripts/flow DESIGN_CONFIG=/design/flow/config.mk WORK_HOME=/design/flow/orfs finish
</file>
==> out/results.tsv <==
stage	metric	value	unit
clock_tree	clock root buffer	clkbuf_16	
power	Worst IR Drop VDD	122	uV
placement	Routability Congestion	0.902	
worst_setup_path	worst-path cell chain	buf_8 -> buf_4 -> nor2b_4 -> buf_12 -> a221oi_1 -> a211oi_1 -> clkdlybuf4s50_1	
worst_setup_path	crit path capture type	output port	
worst_setup_path	Worst Path Buf+Inv	4	
clock_tree	H-tree Lvls	3	
cells_and_area	layout cell share with drive strength beyond 1	26.5	%
clock_tree	cts repair resizes	0	
worst_setup_path	critical path arrival	5.80	ns
worst_hold_path	Hold Path Class	primary input to flip-flop	
global_routing	number of global-route vias before repair	31100	
synth	post-synthesis cell count	2564	
synth	cell taking the most area after synthesis	edfxtp_1	
synth	Netlist cell types	39	
worst_setup_path	CP Class	primary input to output port	
synth	top cells, area	edfxtp_1 (64%), mux4_2 (15%), mux2i_1 (6.7%)	
route	Routed WL	150	mm
synth	yosys stat chip area	47900	sq um
final_timing	Peak Freq	129	MHz
cells_and_area	fill count	6921	
final_timing	Tmin final	7.76	ns
route	1st-iter DRT viols	1951	
route	drt pass-1 iters	5	
route	Via Count	28000	
global_routing	Total GRT Usage	35.0	%
cells_and_area	Largest register FFs	1024	
synth	post-synth top area share	64.2	%
floorplan	FP Util	50.4	%
worst_hold_path	Endpoint, Worst Hold	regs[12][3]$_DFFE_PP_	
worst_setup_path	critical path fanouts, max	58	
global_routing	largest net degree at the start of global routing	85	
placement	hpwl dp	83.9	mm
route	vias per cell	6.86	
worst_setup_path	kind of cell adding the most delay to the critical path	buffers and inverters	
final_timing	Final WS setup	2.04	ns
cells_and_area	biggest regs	regs (1024)	
final_timing	worst-margin pin slew	1.06	ns
final_timing	final period utilization	79.1	%
clock_tree	CTS buffer count	111	
synth	# Cells Yosys	2564	
worst_hold_path	WHS Path Cells	2	
global_routing	initial antenna violation count	2	
flow_run	tool warnings	1249	
worst_setup_path	Startpoint Class	primary input	
floorplan	die height	312	um
final_timing	worst hold slack	2.26	ns
clock_tree	Reg clk slew, reported paths	0.05	ns
floorplan	Die W	312	um
floorplan	Die Area	97100	sq um
placement	Placed Cells	3877	
global_routing	first-pass GRT wire length	215	mm
synth	Post-Syn Area	47900	sq um
synth	Synth Warn #	1	
placement	port buffer count	112	
worst_hold_path	min-delay src	rd_data[3]	
cells_and_area	Area growth syn-to-layout	13.9	%
route	Routed WL per cell	36.6	um
outcome	status	finished clean	
clock_tree	CTS tree	done	
clock_tree	setup bufs post-CTS	0	
final_timing	Final setup viols	0	
floorplan	Rows	113	
cells_and_area	Post-Layout Cell Count	4086	
worst_setup_path	CP required	7.84	ns
placement	pre-CTS setup slack	2.23	ns
clock_tree	clock sink count	1024	
synth	FF+latch count, synth	1024	
route	DR DRC count	0	
power	static leakage	0.0178	uW
power	PD cells	172	nW/um^2
global_routing	grt ovf	0	
floorplan	core area	95000	sq um
flow_run	Max Cap Viol	0	
final_timing	Slew Viols, Final	0	
floorplan	# IOs	113	
final_timing	Slew headroom	28.8	%
final_timing	setup TNS	0	ns
final_timing	hold violation count in the final report	0	
synth	sequential share of the synthesized area	64.2	%
clock_tree	CTS Hold Buffers Added	0	
synth	Post-Syn Area per Cell	18.7	sq um
cells_and_area	Most flops, register	regs	
clock_tree	number of buffers on the longest clock path	3	
worst_setup_path	crit-path max cell delay	0.72	ns
worst_setup_path	slowest stage cell, crit path	a211oi_1	
route	Antenna Nets Post-Route	0	
route	# diodes	0	
final_timing	RSZ-0062 raised after global routing	no	
==> metrics by stage <==
stage / area, sq um / util [%] / total power [uW]
3_5_place_dp: 50900 / 53.5 / 5870
6_report: 54500 / 57.4 / 9370
2_1_floorplan: 48000 / - / 5490
5_1_grt: 54500 / 57.4 / 10300
4_1_cts: 54500 / 57.4 / 10100
3_3_place_gp: 50900 / 53.5 / 5870
==> cell families (layout without fill, tap and decap cells) <==
group	Yosys count	in the layout	synth area share, %
mux	736	736	25.0
flops	1024	1024	64.2
other cells	1	32	0.00783
compound gates	374	374	6.15
simple gates	212	212	2.18
buf+inv	217	443	2.44
==> cells in the final DEF, fill, tap and decap left out, drive strengths merged, types with 32 or more instances in the layout <==
cell type,synthesis,final
conb,1,32
a211oi,64,64
nor2,37,37
a221oi,54,54
a21oi,32,32
mux4,352,352
mux2,64,64
a311oi,32,32
nor2b,37,37
edfxtp,1024,1024
nand2,85,85
clkdlybuf4s50,0,102
o21ai,54,54
clkbuf,100,136
nand4,32,32
mux2i,320,320
o221ai,64,64
clkinv,0,55
buf,115,130
a22oi,64,64
==> cells in the mapped netlist <==
cell type and number:
a211oi_1 53, a211oi_2 11, a21oi_1 32, a221oi_1 38, a221oi_2 16, a22oi_1 64, a311oi_1 32, and2_0 1
and2_1 1, and3_1 1, buf_2 50, buf_4 53, buf_6 12, clkbuf_1 98, clkbuf_2 1, clkbuf_4 1
conb_1 1, edfxtp_1 1024, inv_1 2, mux2_2 64, mux2i_1 320, mux4_1 36, mux4_2 316, nand2_1 85
nand2b_1 1, nand3_1 2, nand3b_1 6, nand4_1 32, nor2_1 36, nor2_2 1, nor2b_1 37, o2111ai_1 10
o21ai_0 50, o21ai_1 4, o221ai_1 64, or2_2 1, or3_1 2, or3b_2 5, or4_4 1
==> worst max-delay path by stage <==
| stage | startpoint | endpoint | depth (start not counted) |
|---|---|---|---|
| 6_report | rs2[2] | dataB[14] | 7 |
| 5_1_grt | rs2[2] | dataB[14] | 7 |
| 4_1_cts | rs2[2] | dataB[14] | 7 |
==> layout make-up <==
| type | count | area (sq um) | share of cell area (%) |
|---|---|---|---|
| repair buffers | 232 | 2130 | 3.90 |
| flip-flops and latches | 1024 | 30700 | 56.4 |
| multi-input cells | 1354 | 16400 | 30.1 |
| clock inverters | 73 | 701 | 1.28 |
| clock buffers | 136 | 2980 | 5.46 |
| inverters | 2 | 8.76 | 0.0161 |
| well taps | 1265 | 1580 | 2.90 |
==> report_power, final <==
part           internal (uW)  switching [uW]  total, uW
logic                    373             509        882
clock network           2500            1070       3570
registers               4900            26.1       4930
==> per-layer routing <==
metal  global-route usage, %  share of wire, %
met3                    28.1                19
met5                    2.72              0.21
met4                    8.67               3.4
met1                    43.7                31
met2                    49.2                46
Power is estimated from default activity; no workload was simulated.
